==> flow/design.v <==
`timescale 1ns / 1ps
module ID(
    input clk,
    input reset,
    input [31:0] PC_ID, INSTRUCTION_ID,
    input RegWrite_WB,
    input [31:0] ALU_DATA_WB,
    input [4:0] RD_EX,
    input [4:0] RD_WB,
    input MemRead_EX,
    output [31:0] IMM_ID,
    output [31:0] REG_DATA1_ID, REG_DATA2_ID,
    output [2:0] FUNCT3_ID,
    output [6:0] FUNCT7_ID,
    output [4:0] RD_ID,
    output [4:0] RS1_ID,
    output [4:0] RS2_ID,
    output PC_write,
    output IF_ID_Write,
    output RegWrite_ID,
    output MemtoReg_ID,
    output MemRead_ID,
    output MemWrite_ID,
    output Branch_ID,
    output ALUSrc_ID,
    output [1:0] ALUop_ID
    );
    wire Control_sel;
    wire [6:0] OPCODE_ID;
    wire Branch_temp, MemRead_temp, MemtoReg_temp, MemWrite_temp, ALUSrc_temp, RegWrite_temp;
    wire [1:0] ALUop_temp;
    assign FUNCT3_ID = INSTRUCTION_ID[14:12];
    assign FUNCT7_ID = INSTRUCTION_ID[31:25];
    assign OPCODE_ID = INSTRUCTION_ID[6:0];
    assign RD_ID = INSTRUCTION_ID[11:7];
    assign RS1_ID = INSTRUCTION_ID[19:15];
    assign RS2_ID = INSTRUCTION_ID[24:20]; 
    control_path CONTROL_PATH(OPCODE_ID, Branch_temp, MemRead_temp, MemtoReg_temp, ALUop_temp, MemWrite_temp, ALUSrc_temp, RegWrite_temp);
    mux_control MUX_CONTROL(8'b0, {ALUSrc_temp, MemtoReg_temp, RegWrite_temp, MemRead_temp, MemWrite_temp, Branch_temp, ALUop_temp},
                            Control_sel, {ALUSrc_ID, MemtoReg_ID, RegWrite_ID, MemRead_ID, MemWrite_ID, Branch_ID, ALUop_ID});
    registers REGISTERS(clk, reset, RegWrite_WB, RS1_ID, RS2_ID, RD_WB, ALU_DATA_WB, REG_DATA1_ID, REG_DATA2_ID);
    imm_gen IMM_GEN(INSTRUCTION_ID, IMM_ID);
    hazard_detection HAZARD_DETECTION(RD_EX, RS1_ID, RS2_ID, MemRead_EX, PC_write, IF_ID_Write, Control_sel);
endmodule
`timescale 1ns / 1ps
module control_path(opcode,Branch,MemRead,MemtoReg,ALUop,MemWrite,ALUSrc,RegWrite);
  input [6:0] opcode;
  output reg MemRead,MemtoReg,MemWrite,RegWrite,Branch,ALUSrc;
  output reg [1:0] ALUop;
  always@(opcode) begin
    casex(opcode)
      7'b0000000: {ALUSrc,MemtoReg,RegWrite,MemRead,MemWrite,Branch,ALUop} <= 8'b00000000;  
      7'b0000011: {ALUSrc,MemtoReg,RegWrite,MemRead,MemWrite,Branch,ALUop} <= 8'b11110000;  
      7'b0100011: {ALUSrc,MemtoReg,RegWrite,MemRead,MemWrite,Branch,ALUop} <= 8'b10001000;  
      7'b0110011: {ALUSrc,MemtoReg,RegWrite,MemRead,MemWrite,Branch,ALUop} <= 8'b00100010;  
      7'b0010011: {ALUSrc,MemtoReg,RegWrite,MemRead,MemWrite,Branch,ALUop} <= 8'b10100011;  
      7'b1100011: {ALUSrc,MemtoReg,RegWrite,MemRead,MemWrite,Branch,ALUop} <= 8'b00000101;  
    endcase
  end
endmodule
`timescale 1ns / 1ps
module hazard_detection(
    input [4:0] rd,
    input [4:0] rs1,
    input [4:0] rs2,
    input MemRead,
    output reg PCwrite,
    output reg IF_IDwrite,
    output reg control_sel
    );
    always@(*) begin
        if(MemRead && ((rd == rs1) || (rd == rs2))) begin
            PCwrite = 1'b0;
            IF_IDwrite = 1'b0;
            control_sel = 1'b0;
        end
        else begin
            PCwrite = 1'b1;
            IF_IDwrite = 1'b1;
            control_sel = 1'b1;
        end
    end
endmodule
`timescale 1ns / 1ps
module imm_gen(
    input [31:0] in,
    output reg [31:0] out
    );
    always@(*) begin
        case(in[6:0])
            7'b0000011: begin
                out = {{21{in[31]}}, in[30:25], in[24:21], in[20]};
            end                
            7'b0010011: begin
                out = {{21{in[31]}}, in[30:25], in[24:21], in[20]};
            end            
            7'b0100011: begin
                out = {{21{in[31]}}, in[30:25], in[11:8], in[7]};
            end            
            7'b1100011: begin
                out = {{20{in[31]}}, in[7], in[30:25], in[11:8], 1'b0};
            end           
            default: begin
                out = 32'd0;
            end
        endcase  
    end
endmodule
`timescale 1ns / 1ps
module mux_control(
    input [7:0] ina, inb,
    input sel,
    output [7:0] out 
    );
    assign out = (sel == 1'b0) ? ina : inb;
endmodule
`timescale 1ns / 1ps
module registers(
    input clk, 
    input res,
    input reg_write,
    input [4:0] read_reg1, read_reg2, write_reg,
    input [31:0] write_data,
    output [31:0] read_data1, read_data2
    );
    reg [31:0] mem_reg [0:31];
    integer i;
    always@(posedge clk or negedge res) begin
        if (!res) begin
            for (i = 0; i < 32; i = i + 1)
                mem_reg[i] <= 32'd0;
        end else if (reg_write) begin
            if(write_reg != 5'h0) begin
                mem_reg[write_reg] <= write_data;
            end
        end
    end
    assign read_data1 = (reg_write && (write_reg == read_reg1) && (write_reg != 0)) 
                        ? write_data 
                        : mem_reg[read_reg1];
    assign read_data2 = (reg_write && (write_reg == read_reg2) && (write_reg != 0)) 
                        ? write_data 
                        : mem_reg[read_reg2];
endmodule
==> flow/run.sh <==
#!/bin/bash
# OpenROAD 26Q1-2900-gdf79404cd8, Yosys 0.63+post, stock flow scripts
make -C /OpenROAD-flow-scripts/flow DESIGN_CONFIG=/design/flow/config.mk WORK_HOME=/design/flow/orfs finish
==> flow/config.mk <==
export PLATFORM = sky130hd
export DESIGN_NAME = ID
export DESIGN_NICKNAME = ID
export VERILOG_FILES = /design/flow/design.v
export SDC_FILE = /design/flow/constraint.sdc
export NUM_CORES = 4
export LEC_CHECK = 1
export CORE_UTILIZATION = 30
==> flow/constraint.sdc <==
current_design ID

set clk_period 6.6
set clk_io_pct 0.2

create_clock -name clk0 -period $clk_period [get_ports {clk}]

set non_clock_inputs [all_inputs -no_clocks]
set_input_delay [expr $clk_period * $clk_io_pct] -clock clk0 $non_clock_inputs
set_output_delay [expr $clk_period * $clk_io_pct] -clock clk0 [all_outputs]
==> flow_metrics.py <==
# Generated from Yosys and OpenROAD reports
metrics = {
    "status": {
        "status": "completed",
    },
    "yosys": {
        "yosysWarnings": 5,
        "synth_chip_area_um2": 53800,
        "area_leaders": "dfrtp_1 48%, mux2_2 22%, a22oi_1 7.4%",
        "top_cell_area_share_pct": 47.6,
        "netlist_area_um2": 53800,
        "synthTopCellsByCount": "1047 x mux2_2, 1024 x dfrtp_1, 529 x a22oi_1",
        "ys_dominant_reg_cell": "dfrtp_1",
        "synth_area_leader_cell": "dfrtp_1",
        "yosysUniqueCellTypes": 82,
        "ys_cells": 4652,
        "post-synth-top-count-cell": "mux2_2",
        "syn_avg_cell_area_um2": 11.6,
        "synth-async-reset-ratio_pct": 99.3,
        "synth_cells": 4652,
        "synth-seq-cells": 1031,
        "edf_count": 0,
    },
    "grt": {
        "grt_pass1_wl_mm": 381,
        "grt_pass1_vias": 46710,
        "grt_start_max_net_pins": 122,
        "antenna_found_initial": 27,
        "grt.overflow.total": 0,
        "grt_use_total_pct": 31.4,
    },
    "route": {
        "dr.pass1.iters": 8,
        "drt-initial-drc-count": 5820,
        "route.vias.total": 47464,
        "ant_nets": 0,
        "avgViaCountPerCell": 6.54,
        "drc": 0,
        "wl_per_cell_um": 38.6,
        "wl_mm": 280,
    },
    "sta": {
        "timing.final.crit_share_pct": 95.4,
        "finalClockSkew_ns": 0,
        "slew_viol_final": 0,
        "untimed_endpoints": 7,
        "fmax_mhz": 159,
        "tns_ns": 0,
        "unclocked_pins": 7,
        "fin_crit_ns": 6.30,
        "hold_viol_final": 0,
        "grt_setup_unrepaired": "false",
        "maxSlewHeadroom_pct": 32.4,
        "final-setup-viol-count": 0,
        "max_slew.worst_pin.slew_ns": 1.01,
    },
    "worst_setup_path": {
        "crit_path_start_kind": "input port",
        "cpPeakStageDelay_ns": 0.59,
        "critPathCaptureType": "output port",
        "critPathArrivalTime_ns": 4.98,
        "critPathSlowestCell": "or2b_1",
        "cp_max_fo": 15,
        "path_cells": "buf_2 > or2b_1 > nor2_4 > buf_4 > buf_4 > a22oi_1 > nand4_1 > nor4_1 > a21oi_1 > buf_4 > clkdlybuf4s50_1",
        "required_ns": 5.28,
        "worst-setup-path-type": "in -> out",
        "cpMostUsedCell": "buf_4",
    },
    "clock_network": {
        "cts_root_buf": "clkbuf_16",
        "clkSlewWorstSetupHoldPaths_ns": 0.06,
        "cts_htree_levels": 3,
        "clk_latency_ns": 0.72,
        "postCtsResizedCells": 0,
        "cts_buffer_depth": 3,
        "cts_made_buffers": 114,
        "hold_buffers": 0,
        "cts_tree": "done",
        "post-cts-setup-buffers": 0,
    },
    "floorplanning": {
        "fp-row-count": 155,
        "fp.coreArea_um2": 178000,
        "dieArea_um2": 181000,
        "io_pins": 241,
        "initCoreUtil_pct": 30.2,
        "die.size.y_um": 426,
        "die_w_um": 426,
    },
    "finish": {
        "largest_register_ffs": 1024,
        "multi_input_comb_area_um2": 26100,
        "postLayoutCoreUtil_pct": 35.9,
        "seqCellArea_um2": 25700,
        "syn_to_final_growth_pct": 18.9,
        "fillers": 17076,
        "layout-drive-gt1-share_pct": 35.3,
    },
    "min_path": {
        "hold_path.class": "reg -> reg",
    },
    "place": {
        "port_buffers": 202,
        "routabilityCongestion": 1.07,
        "dp.final_hpwl_mm": 176,
    },
    "pwr": {
        "p_per_area_nw_per_um2": 287,
        "power.leakage_nw": 27.2,
        "peakVddDrop_mv": 0.213,
    },
    "flow_run": {
        "tool_warnings": 70,
        "drv.max_cap_violation_count": 0,
    },
}
-- placed cells by master (no fill, tap or decap), types with 18 or more instances in the layout --
cell / count
a2111oi_0: 42
a21oi_1: 79
a221oi_1: 36
a222oi_1: 18
a22o_1: 77
a22oi_1: 529
a2bb2oi_1: 23
a31oi_1: 19
a32oi_1: 36
and3_1: 111
buf_12: 43
buf_4: 325
clkbuf_1: 26
clkbuf_16: 116
clkbuf_8: 24
clkdlybuf4s50_1: 191
dfrtp_1: 1024
diode_2: 20
mux2_2: 1047
mux2i_1: 93
nand2_1: 128
nand3_1: 80
nand3b_1: 21
nand4_1: 104
nor2_1: 103
nor2_4: 48
nor2b_1: 19
nor3_1: 45
nor4_1: 29
o2111ai_1: 36
o21ai_0: 41
o22ai_1: 89
-- routing by layer --
metal  up-vias  GRT usage [%]  wire length, um
met5         -           2.94              816
met4        47           21.5            25500
met3      1409           17.7            43500
met2      4161           43.1           115000
met1     23706           36.9            95400
li1      18141              -                -
-- area by class of cell --
class	instances	area share (%)
antenna	20	0.0782
clock buffer	166	5.21
timing repair buffer	569	8.26
multi-input combinational	3071	40.8
tap	2355	4.61
inverter	4	0.0235
clock inverter	38	0.835
sequential	1031	40.2
-- path summary, 6_finish.rpt --
| kind | from | endpoint | slack [ns] | cells after the start |
|---|---|---|---|---|
| setup / recovery | INSTRUCTION_ID[19] | REG_DATA1_ID[19] | 0.30 | 11 |
| hold / removal | REGISTERS.mem_reg[0][25] | REGISTERS.mem_reg[0][25] | 0.40 | 0 |
| setup reg to reg | REGISTERS.mem_reg[21][7] | REGISTERS.mem_reg[21][7] | 5.68 | 1 |
| hold reg to reg | REGISTERS.mem_reg[0][25] | REGISTERS.mem_reg[0][25] | 0.40 | 0 |
| max in group asynchronous | reset | REGISTERS.mem_reg[6][16] | 4.19 | 3 |
| min in group asynchronous | reset | REGISTERS.mem_reg[5][9] | 0.56 | 1 |
-- where the power goes --
part	internal [mW]	leakage (nW)	switching [mW]
registers	7.46	13.2	1.06
clock network	3.91	1.88	2.79
logic	1.64	12.1	1.54
total	13.0	27.2	5.38
-- metrics by stage --
stage	setup WS, ns	power [mW]	instance area [um^2]	hold WS, ns	cells
after detailed placement	0.376	11.7	60100	0.391	7030
after CTS	0.370	18.3	63900	0.406	7234
after global placement	0.394	11.6	60100	0.386	7030
after floorplan	2.13	10.0	53800	0.446	4652
final	0.303	18.4	64000	0.403	7254
after global routing	0.347	18.9	63900	0.410	7239
-- critical path, delay by kind of cell --
family | cells | cell delay (ns)
compound gates | 2 | 0.50
buf+inv | 5 | 1.83
simple gates | 4 | 1.27
-- cells by family (layout without fill, tap and decap cells) --
family,after synthesis,count (layout),synth area share (%)
xor+xnor,18,18,0.293
latches,7,7,0.195
other cells,0,20,0
buf+inv,550,777,4.70
flops,1024,1024,47.6
mux,1144,1144,23.8
compound gates,1095,1095,15.3
simple gates,814,814,8.16
Power is estimated from default activity; no workload was simulated.
