File: design/flow/design.v
`timescale 1ns / 1ps
module ALU(
    input [3:0] ALUop,
    input [31:0] ina, inb,
    output zero,
    output reg [31:0] out
    );
    always@(*) begin
        case(ALUop)
            4'b0000: out = ina & inb;
            4'b0001: out = ina | inb;    
            4'b0010: out = ina + inb;
            4'b0011: out = ina ^ inb;
            4'b0100: out = ina << inb;
            4'b0101: out = ina >> inb;
            4'b0110: out = ina - inb;
            4'b0111: out = (ina < inb) ? 32'd1 : 32'd0;
            4'b1000: out = ($signed(ina) < $signed(inb)) ? 32'd1 : 32'd0;
            4'b1001: out = ina >>> inb;
            default: out = 32'dX;            
        endcase
    end
    assign zero = (out == 32'd0) ? 1'b1 : 1'b0;
endmodule
`timescale 1ns / 1ps
module ALUcontrol(
    input [1:0] ALUop,
    input [6:0] funct7,
    input [2:0] funct3,
    output reg [3:0] ALUinput
    );
    always@(*) begin
        casex({ALUop, funct7, funct3})
            12'b00_xxxxxxx_xxx: ALUinput = 4'b0010;
            12'b01_xxxxxxx_00x: ALUinput = 4'b0110;
            12'b01_xxxxxxx_10x: ALUinput = 4'b1000;
            12'b01_xxxxxxx_11x: ALUinput = 4'b0111;            
            12'b10_0100000_000: ALUinput = 4'b0110; 
            12'b1x_xxxxxxx_000: ALUinput = 4'b0010;
            12'b1x_0000000_001: ALUinput = 4'b0100;
            12'b1x_xxxxxxx_010: ALUinput = 4'b1000;
            12'b1x_xxxxxxx_011: ALUinput = 4'b0111;
            12'b1x_xxxxxxx_100: ALUinput = 4'b0011;
            12'b1x_0000000_101: ALUinput = 4'b0101;
            12'b1x_0100000_101: ALUinput = 4'b1001;
            12'b1x_xxxxxxx_110: ALUinput = 4'b0001;
            12'b1x_xxxxxxx_111: ALUinput = 4'b0000;
            default: ALUinput = 4'bxxxx;
        endcase
    end
endmodule
`timescale 1ns / 1ps
module EX(
    input [31:0] IMM_EX,
    input [31:0] REG_DATA1_EX,
    input [31:0] REG_DATA2_EX,
    input [31:0] PC_EX,
    input [2:0] FUNCT3_EX,
    input [6:0] FUNCT7_EX,
    input [4:0] RD_EX,
    input [4:0] RS1_EX,
    input [4:0] RS2_EX,
    input RegWrite_EX,
    input MemtoReg_EX,
    input MemRead_EX,
    input MemWrite_EX,
    input [1:0] ALUop_EX,
    input ALUSrc_EX,
    input Branch_EX,
    input [4:0] RD_MEM,
    input [4:0] RD_WB,
    input RegWrite_MEM,
    input RegWrite_WB,
    input [31:0] ALU_DATA_WB,
    input [31:0] ALU_OUT_MEM,
    output ZERO_EX,
    output [31:0] ALU_OUT_EX,
    output [31:0] PC_BRANCH_EX,
    output [31:0] REG_DATA2_EX_FINAL,
    output [4:0] RD_EX_out,
    output RegWrite_EX_out,
    output MemtoReg_EX_out,
    output MemRead_EX_out,
    output MemWrite_EX_out,
    output Branch_EX_out,
    output [1:0] forwardA_out,
    output [1:0] forwardB_out
    );
    wire [31:0] ALU_Source1, ALU_Source2;
    wire [31:0] MUX_B_temp;
    wire [3:0] ALU_Control;
    wire [1:0] forwardA, forwardB;
    assign REG_DATA2_EX_FINAL = MUX_B_temp;
    assign RD_EX_out = RD_EX;
    assign RegWrite_EX_out = RegWrite_EX;
    assign MemtoReg_EX_out = MemtoReg_EX;
    assign MemRead_EX_out = MemRead_EX;
    assign MemWrite_EX_out = MemWrite_EX;
    assign Branch_EX_out = Branch_EX;
    assign forwardA_out = forwardA;
    assign forwardB_out = forwardB;
    forwarding FORWARDING_UNIT(RS1_EX, RS2_EX, RD_MEM, RD_WB, RegWrite_MEM, RegWrite_WB, forwardA, forwardB);
    adder ADDER(PC_EX, IMM_EX, PC_BRANCH_EX);
    mux3_1 MUX_FORWARD_A(REG_DATA1_EX, ALU_DATA_WB, ALU_OUT_MEM, forwardA, ALU_Source1);
    mux3_1 MUX_FORWARD_B(REG_DATA2_EX, ALU_DATA_WB, ALU_OUT_MEM, forwardB, MUX_B_temp);
    mux2_1 MUX_ALUSrc(MUX_B_temp, IMM_EX, ALUSrc_EX, ALU_Source2);
    ALUcontrol ALU_CONTROL(ALUop_EX, FUNCT7_EX, FUNCT3_EX, ALU_Control);
    ALU ALU(ALU_Control, ALU_Source1, ALU_Source2, ZERO_EX, ALU_OUT_EX);
endmodule
`timescale 1ns / 1ps
module adder(
    input [31:0] ina, inb,
    output reg [31:0] out
    );
    always@(*) begin
        out = ina + inb;
    end
endmodule
`timescale 1ns / 1ps
module forwarding(
    input [4:0] rs1,
    input [4:0] rs2,
    input [4:0] ex_mem_rd,
    input [4:0] mem_wb_rd,
    input ex_mem_regwrite,
    input mem_wb_regwrite,
    output reg [1:0] forwardA, 
    output reg [1:0] forwardB
    );
    always@(*) begin
        if (ex_mem_regwrite && (ex_mem_rd != 0) && (ex_mem_rd == rs1)) begin
            forwardA = 2'b10;
        end else if (mem_wb_regwrite && (mem_wb_rd != 0) && (mem_wb_rd == rs1)) begin
            forwardA = 2'b01;
        end else begin
            forwardA = 2'b00;
        end
        if (ex_mem_regwrite && (ex_mem_rd != 0) && (ex_mem_rd == rs2)) begin
            forwardB = 2'b10;
        end else if (mem_wb_regwrite && (mem_wb_rd != 0) && (mem_wb_rd == rs2)) begin
            forwardB = 2'b01;
        end else begin
            forwardB = 2'b00;
        end
    end
endmodule
`timescale 1ns / 1ps
module mux2_1(
    input [31:0] ina, inb,
    input sel,
    output [31:0] out
    );
    assign out = (sel == 1'b0) ? ina : inb;
endmodule
`timescale 1ns / 1ps
module mux3_1(
    input [31:0] ina, inb, inc,
    input [1:0] sel,
    output [31:0] out
    );
    assign out = (sel == 2'b00) ? ina : 
                 (sel == 2'b01) ? inb : inc;
endmodule
File: design/flow/run.sh
#!/bin/bash
# OpenROAD 26Q1-2900-gdf79404cd8, Yosys 0.63+post, stock flow scripts
make -C /OpenROAD-flow-scripts/flow DESIGN_CONFIG=/design/flow/config.mk WORK_HOME=/design/flow/orfs finish
File: design/flow/config.mk
export PLATFORM = sky130hd
export DESIGN_NAME = EX
export DESIGN_NICKNAME = EX
export VERILOG_FILES = /design/flow/design.v
export SDC_FILE = /design/flow/constraint.sdc
export NUM_CORES = 4
export LEC_CHECK = 1
export CORE_AREA = 10 10 234 234
export DIE_AREA = 0 0 244 244
File: design/flow/constraint.sdc
current_design EX

set clk_period 24.9
set clk_io_pct 0.2

create_clock -name clk0 -period $clk_period

set non_clock_inputs [all_inputs -no_clocks]
set_input_delay [expr $clk_period * $clk_io_pct] -clock clk0 $non_clock_inputs
set_output_delay [expr $clk_period * $clk_io_pct] -clock clk0 [all_outputs]
==> results_slide.txt <==
Key Metrics from the Run

Routing
  • Drt via density: 6.43
  • Drt first pass iters: 8
  • Vias: 19,500
  • Final ANT Viol Nets: 0
  • Drt drc: 0
  • Final wirelength: slightly above 100,000 um
  • DR iter-0 viols: between 2,000 and 2,500
  • Drt wl/cell: about 34 um

Global route
  • Initial antenna violation count: 9
  • Vias in the first global route: ~19,000
  • GRT overflow: 0
  • All-Layer GR Usage: 0.331
  • Largest net degree at the start of global routing: roughly 49
  • First-pass GRT wire length: about 140,000 um

Pwr
  • Net Sw Frac: 0.609
  • Pwr Density: around 34 mW/mm^2
  • Power Total: ~600 uW
  • Clk network pwr share: 0
  • Max IR drop VDD: 0.0144 mV
  • Seq pwr share: 0
  • Int Pwr: between 200 and 250 uW
  • P_sw: between 300 and 400 uW
  • P_leak: roughly 6.6 nW
  • Logic pwr share: 1.000

Final layout
  • Synthesis-to-layout area growth: 32.9%
  • Sequential Area: 0 sq um
  • Registers: 0
  • # clk buffers: 0
  • Fillcell total: between 5,000 and 6,000
  • Share of cells above drive strength 1: 0.0727

Worst setup path
  • Startpoint Class: input port
  • Kind of critical path: in2out
  • Data arrival, critical path: about 14,000 ps
  • CP max FO: around 40
  • CP endpoint kind: output port
  • Worst path required time: between 15,000 and 20,000 ps

Logic synthesis
  • Syn Area/Cell: between 6 and 7 sq um
  • Yosys stat area: 0.0132 sq mm
  • Adder Area Share: 0.130
  • AO/OA Area Share: 0.410
  • Post-Synth XOR/XNOR Area: 0.0418
  • Synth Cell Area: 0.0132 sq mm
  • Seq share, synth: 0
  • Synth Warn #: 4
  • Dominant comb cell: AND-OR/OR-AND gates
  • Simple share: 0.279
  • Post-Syn Instances: between 2,000 and 2,500
  • # Cells Yosys: 2,085
  • Synth cell types: 92
  • Synth mux share: 0.0560

CTS
  • Post-CTS setup buffer count: 0
  • Post-cts resize count: 0
  • # hold bufs at CTS: 0

STA
  • Worst slew margin: 0.333
  • Final Hold Viols: 0
  • Fin Setup TNS: 0 ps
  • Slew @ Worst Pin: 998 ps
  • Max Slew Vio Count: 0
  • Peak Freq: 52.1 MHz
  • RSZ-0062 raised after global routing: false
  • Setup violators final: 0
  • Fraction of the cycle the final worst path needs: 0.771
  • Clock period minus worst slack: 19,200 ps

Floorplanning
  • Core Footprint: around 0.05 sq mm
  • FP Core Util: 0.265
  • Die X: around 240 um
  • Row count: about 80
  • Boundary pin count: 348
  • Chip area: between 0.05 and 0.06 sq mm
  • Die y size: 244 um

Place
  • Port bufs: approximately 330
  • Final HPWL DP: between 80,000 and 90,000 um
  • Gpl congestion: about 1.1

Min path
  • Worst hold path class: in2out

Outcome
  • Status: complete, no violations

Run
  • Log Warnings: 102
  • Maxcap violations: 0
[cells by family (layout without fill, tap and decap cells)]
kind of cell             after synthesis  in the layout
XOR/XNOR                              63             63
AND/OR/NAND/NOR                      746            746
adder cells (fa/ha/maj)              136            136
AND-OR/OR-AND                        802            802
multiplexers                          62             62
buffers and inverters                276            543
other                                  0              3
[power groups by stage]
stage	clock (mW)	combinational (mW)	sequential (mW)
CTS	0	0.584	0
global route	0.0000000108	0.634	0
finish	0.0000000101	0.599	0
[critical path, stage by stage]
cell             delay [ps]
clkdlybuf4s50_1         480
or4_4                   580
o211ai_4                470
or2_1                   200
buf_4                   290
inv_2                   330
nand2_1                 150
o21ai_0                 140
mux2i_2                 190
buf_4                   300
clkinv_1                570
ha_1                    490
or3_1                   360
o22a_1                  270
a2111oi_0               770
nor2_1                  220
a311oi_1                450
or3_1                   240
a31oi_1                 100
o31ai_1                 660
o22a_1                  250
a21oi_1                  60
o32a_1                  370
or4_1                   530
nor4_2                  210
clkdlybuf4s50_1         520
[final cells by class]
type	count	area [sq um]	share of cell area
Multi-Input combinational cell	1809	12200	0.697
Timing Repair Buffer	428	4030	0.230
Tap cell	672	841	0.0479
Inverter	115	432	0.0246
Antenna cell	3	7.51	0.000428
[cell usage in the layout, fill, tap and decap left out, types with 35 or more instances in the layout]
master | netlist | final
a21oi_1 | 115 | 115
a31oi_1 | 82 | 75
buf_4 | 11 | 100
clkdlybuf4s50_1 | 0 | 328
ha_1 | 133 | 133
inv_1 | 111 | 111
mux2i_1 | 48 | 46
nand2_1 | 145 | 145
nand3_1 | 136 | 136
nor2_1 | 164 | 163
nor3_1 | 110 | 109
o211ai_1 | 45 | 45
o21ai_0 | 201 | 201
o22ai_1 | 35 | 35
xnor2_1 | 44 | 44
[path summary, 6_finish.rpt]
check	cells after the start	from	slack (ps)	endpoint
worst min-delay path	0	Branch_EX	9960	Branch_EX_out
worst max-delay path	26	RD_MEM[1]	5700	ZERO_EX
[cells in the mapped netlist (12+ instances only)]
cell type / count / area, sq um
nor3_1: 110 / 551
nor2_1: 164 / 616
o22ai_1: 35 / 219
and2_1: 21 / 131
o211ai_1: 45 / 338
or3_1: 25 / 156
nand3_1: 136 / 681
o21ai_0: 201 / 1010
a21o_1: 21 / 158
clkbuf_1: 128 / 480
o31ai_1: 26 / 195
nor4_1: 24 / 150
and3_1: 19 / 119
or4_1: 12 / 90.1
a311oi_1: 14 / 123
nand2b_1: 16 / 100
o32ai_1: 16 / 140
ha_1: 133 / 1660
nand4_1: 23 / 144
nand2_1: 145 / 544
a21oi_1: 115 / 576
o21a_1: 23 / 173
buf_1: 15 / 56.3
inv_1: 111 / 417
a32oi_1: 20 / 175
a31oi_1: 82 / 513
xor2_1: 19 / 166
xnor2_1: 44 / 385
mux2i_1: 48 / 480
a221oi_1: 22 / 193
a211oi_1: 30 / 225
[routing by layer]
layer / up-vias / routed length (um) / track usage
li1: 8587 / - / -
met1: 9381 / 40400 / 0.421
met2: 1230 / 44900 / 0.510
met3: 243 / 11300 / 0.101
met4: 18 / 5560 / 0.149
met5: - / 122 / 0
[metrics by stage]
stage / instances / hold WS [ps] / worst slack [ps] / util / area, sq um
after floorplan: 2085 / 10030 / 8410 / - / 13200
after global placement: 3024 / 9960 / 5960 / 0.352 / 17600
after detailed placement: 3024 / 9960 / 5860 / 0.352 / 17600
after CTS: 3024 / 9960 / 5830 / 0.352 / 17600
after global routing: 3026 / 9960 / 5200 / 0.352 / 17600
final: 3027 / 9960 / 5700 / 0.352 / 17600
Power is estimated from default activity; no workload was simulated.
